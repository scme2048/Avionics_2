$ cat flow/design.v
module sdram_memory_controller( CLK_48MHZ,RESET,SDRAM_STATUS,READ_CMD, GEIG_DATA, MAG_DATA, BA_READ,COL_READ, ROW_READ, 
BA_WRITE, COL_WRITE, ROW_WRITE
,NEXT_READ,NEXT_WRITE,DATA_OUT,BA_OUT,COL_OUT,ROW_OUT,CMD_OUT);
input CLK_48MHZ,RESET,SDRAM_STATUS, READ_CMD;
input [79:0] GEIG_DATA;
input [79:0] MAG_DATA;
input [1:0] BA_READ;
input [8:0] COL_READ;
input [12:0] ROW_READ;
input [1:0] BA_WRITE;
input [8:0] COL_WRITE;
input [12:0] ROW_WRITE;
output NEXT_READ, NEXT_WRITE;
output [15:0] DATA_OUT;
output [1:0] BA_OUT;
output [8:0] COL_OUT;
output [12:0] ROW_OUT;
output [1:0] CMD_OUT;
reg [79:0] geig_prev;
reg [79:0] geig_buffer;
parameter new_geig_cmd =2'b01;
parameter num_geig_cycles = 5;
reg [79:0] mag_prev;
reg [79:0] mag_buffer;
parameter new_mag_cmd =2'b10;
parameter num_mag_cycles = 5;
reg [79:0] data_buffer;
reg read_prev;
parameter new_read_cmd = 2'b11;
reg [23:0] read_address;
reg [23:0] write_address;
reg [7:0] schedule;
reg [2:0] num_cycles;
reg [2:0] write_count;
reg busy_hold;
reg next_write;
reg next_read;
reg [1:0] ba_out;
reg [12:0] row_out;
reg [8:0] col_out;
reg [15:0] data_out;
reg [1:0] cmd_out;
assign NEXT_WRITE = next_write;
assign NEXT_READ = next_read;
assign CMD_OUT = cmd_out;
assign BA_OUT = ba_out;
assign ROW_OUT = row_out;
assign COL_OUT = col_out;
assign DATA_OUT = data_out;
always @(posedge CLK_48MHZ or negedge RESET)
begin
if (RESET==1'b0) begin
    schedule = 8'b00000000;
    busy_hold = 1'b0;
    write_count=4'b0000;
    next_write<=0;
    next_read<=0;
    cmd_out<=2'b00;
    num_cycles=0;
    ba_out<=0;
    row_out<=0;
    col_out<=0;
    data_out<=0;
    write_address=0;
    read_address=0;
    mag_prev=80'b0;
    geig_prev=80'b0;
end else begin
write_address = {BA_WRITE,COL_WRITE,ROW_WRITE};
read_address = {BA_READ,COL_READ,ROW_READ};
if ((schedule[1:0] ==2'b00) && (RESET==1'b1)) begin
    schedule=schedule>>2;
end
if ((geig_prev!=GEIG_DATA) && (RESET==1'b1)) begin
    geig_buffer[79:0] = GEIG_DATA;
    geig_prev = GEIG_DATA;
    if (schedule[1:0] == 2'b00) begin
        schedule[1:0] = new_geig_cmd;
    end else if (schedule[3:2] ==2'b00) begin
        schedule[3:2] = new_geig_cmd;
    end else if (schedule[5:4] == 2'b00) begin
        schedule[5:4] = new_geig_cmd;
    end else begin
        schedule[7:6] = new_geig_cmd;
    end
end else begin
    geig_prev= GEIG_DATA;
end
if ((mag_prev!=MAG_DATA) && (RESET==1'b1)) begin
    mag_buffer[79:0] = MAG_DATA;
    mag_prev = MAG_DATA;
    if (schedule[1:0] == 2'b00) begin
        schedule[1:0] = new_mag_cmd;
    end else if (schedule[3:2] ==2'b00) begin
        schedule[3:2] = new_mag_cmd;
    end else if (schedule[5:4] == 2'b00) begin
        schedule[5:4] = new_mag_cmd;
    end else begin
        schedule[7:6] = new_mag_cmd;
    end
end else begin
    mag_prev=MAG_DATA;
end
if ((READ_CMD ==1'b1) && (read_prev ==1'b0) && (RESET==1'b1))begin
    read_prev=READ_CMD;
    if (schedule[1:0] == 2'b00) begin
        schedule[1:0] = new_read_cmd;
    end else if (schedule[3:2] ==2'b00) begin
        schedule[3:2] = new_read_cmd;
    end else if (schedule[5:4] == 2'b00) begin
        schedule[5:4] = new_read_cmd;
    end else begin
        schedule[7:6] = new_read_cmd;
    end
end else begin
    read_prev = READ_CMD;
end
if (((schedule[1:0] == new_geig_cmd) || (schedule[1:0] == new_mag_cmd)) && (RESET==1'b1)) begin
    if ((schedule[1:0] == new_geig_cmd) && (write_count==0)) begin
        num_cycles=num_geig_cycles;
        data_buffer[79:0] = geig_buffer;
    end else if ((schedule[1:0] == new_mag_cmd) && (write_count==0)) begin
        num_cycles = num_mag_cycles;
        data_buffer[79:0]=mag_buffer;
    end
    if (write_count<num_cycles) begin
        if ((SDRAM_STATUS==1'b1) && (busy_hold==1)) begin
            cmd_out<=2'b00;
        end
        if ((busy_hold==1'b1)&&(SDRAM_STATUS==1'b0)) begin
            next_write<=1'b1;
            data_buffer = data_buffer >>16;
            busy_hold=1'b0;
            write_count=write_count+1;
        end else if ((SDRAM_STATUS==1'b0) && (busy_hold==0)) begin
            next_write<=1'b0;
            cmd_out<=2'b10;
            ba_out<=BA_WRITE;
            row_out<=ROW_WRITE;
            col_out<=COL_WRITE;
            data_out<=data_buffer[15:0];
            busy_hold=1'b1;
        end
    end else if (write_count==num_cycles) begin
        write_count=0;
        schedule=schedule>>2;
    end
end else if ((schedule[1:0]==new_read_cmd) && (RESET==1'b1)) begin
    if (read_address == write_address) begin 
        schedule=schedule>>2;
    end else begin
        if ((SDRAM_STATUS==1'b1) && (busy_hold==1)) begin
            cmd_out<=2'b00;
        end    
        if ((SDRAM_STATUS==1'b0) && (busy_hold==1)) begin
            next_read<=1'b1;
            busy_hold=0;
            schedule=schedule>>2;
        end else if ((SDRAM_STATUS==1'b0) && (busy_hold==0)) begin
            next_read<=1'b0;
            cmd_out<=2'b01;
            ba_out<=BA_READ;
            row_out<=ROW_READ;
            col_out<=COL_READ;
            busy_hold=1'b1;
        end
    end
end
end  
end
endmodule
$ cat flow/run.sh
#!/bin/bash
# OpenROAD 26Q1-2900-gdf79404cd8, Yosys 0.63+post, stock flow scripts
make -C /OpenROAD-flow-scripts/flow DESIGN_CONFIG=/design/flow/config.mk WORK_HOME=/design/flow/orfs finish
$ cat flow/config.mk
export PLATFORM = sky130hd
export DESIGN_NAME = sdram_memory_controller
export DESIGN_NICKNAME = sdram_memory_controller
export VERILOG_FILES = /design/flow/design.v
export SDC_FILE = /design/flow/constraint.sdc
export NUM_CORES = 4
export LEC_CHECK = 1
export CORE_UTILIZATION = 30
$ cat flow/constraint.sdc
current_design sdram_memory_controller

set clk_period 28.5
set clk_io_pct 0.2

create_clock -name clk0 -period $clk_period [get_ports {CLK_48MHZ}]

set non_clock_inputs [all_inputs -no_clocks]
set_input_delay [expr $clk_period * $clk_io_pct] -clock clk0 $non_clock_inputs
set_output_delay [expr $clk_period * $clk_io_pct] -clock clk0 [all_outputs]
==> changes_impl.md <==
## Flow update

* Status: complete, no violations
* Cell chain of the critical path: clkdlybuf4s50_1 > xnor2_1 > nand4_1 > nor4_1 > nand3_1 > nor2_1 > o41ai_1 > a31oi_1 > ha_1 > and3b_2 > buf_4 > or3_4 > ha_1 > nor2b_1 > nor2_1 > o21ai_1 > and2_1 > buf_4 > o21ai_0 > o22a_1
* Core utilization at floorplan at 30.5%
* Highest attainable clock frequency at 85.8 MHz
* CTS Buffer Depth at 3
* Total number of yosys warnings at 1
* Worst Tran Pin Value at ~1100 ps
* Hold violation total from the final report at 0
* Post-DR wirelength/cell at around 22 µm
* Shortest period the worst path allows at approximately 12000 ps
* Number of violations of the max-capacitance limit at 0
* Most common reg cell: sky130_fd_sc_hd__edfxtp_1
* Die Y at approximately 270 µm
* CTS tree: built
* Total global routing overflow at 0
* Number of levels the H-tree was split into at 2
* Cell Type Count at between 60 and 70
* Peak supply drop at ~0.000048 V
* Pin count of the biggest net entering global routing at ~97
* Number of logged tool warnings at 31
* Finished Layout Cells at 2897
* Leakage power at ~10 nW
* Post-synth EDFFs at 241
* Synthesis-stage register bit count at ~460
* Detailed-route via count at between 10000 and 15000
* Clock-pin slew reported for the worst setup and hold paths after clock tree synthesis at approximately 60 ps
* Detailed-route vias per instance at between 4 and 5
* Synth Seq Share at about three fifths
* Cells in synth_stat.txt at about 1700
* Inserted Clock Buffers at 52
* Area growth from synthesis to final layout at 24.4%
* Most common library cells after synthesis: 241 x sky130_fd_sc_hd__edfxtp_1, 217 x sky130_fd_sc_hd__dfrtp_1, 187 x sky130_fd_sc_hd__o21ai_0
* Slew HR at a little under a quarter
* DRC Markers at 0
* Top-level port count at around 260
* Core box area at ~70000 µm²
* Late-Pin Clk Latency at between 600 and 700 ps
* Setup repair after global routing missed its margin: no
* Top post-synthesis cells by area: sky130_fd_sc_hd__edfxtp_1 34%, sky130_fd_sc_hd__dfrtp_1 25%, sky130_fd_sc_hd__xnor2_1 6.8%
* Avg Synthesized Cell Area at 12.8 µm²
* Delay contributed by the slowest stage of the critical path at 990 ps
* GRT Overall Usage at approximately 18%
* Slowest cell on the critical path: sky130_fd_sc_hd__nor4_1
* 1st-iter DRT viols at roughly 1100
* Largest driver fanout on the critical path at 82
* Number of buffers added to fix hold violations after cts at 0
* Sinks on the clock net at ~460
* Post-synth ARST share at about 47%
* Worst Clk Skew at ~45 ps
* CP Launch Type: input port
* Ratio of cells with drive above 1 in the final layout at 15.1%
* Floorplan row count at slightly below 100
* Postcts setup bufs at 0
* Fillers at about 6600
* Required time at the endpoint of the critical path at ~29000 ps
* Number of gates resized after cts at 0
* Arr. time, crit path at 12020 ps
* Area of the die at 72900 µm²
* Router iterations before antenna repair at 5
* Inst Count DP at between 2000 and 3000
* Initial antenna violation count at 6
* Post-synthesis chip area from yosys at 21500 µm²
* DRT Wirelength at around 63000 µm
* Final slew viol count at 0
* Count of final setup violators at 0
* Setup Total Neg Slack at 0 ps
* Worst hold path type: flip-flop to flip-flop
* Number of input and output port buffers inserted at about 260
* CP endpoint kind: flip-flop
* Top area contributor share at around a third
* Leading area contributor after synthesis: sky130_fd_sc_hd__edfxtp_1
* Post-route ant nets at 0
* Cell with the most instances after synthesis: sky130_fd_sc_hd__edfxtp_1
* Critical setup path kind: input port to flip-flop
* # diodes at 0
* DP HPWL at 46400 µm
* Areal power density over the cells at roughly 82 nW/µm²
* Synthesized instance count at between 1500 and 2000
* Vias in the first global route at approximately 14000
* Post-synthesis cell area at 21500 µm²
* Die extent in x at 270 µm
* Portion of the clock cycle consumed by the worst path in the final layout at about 41%
* Root buffer cell: sky130_fd_sc_hd__clkbuf_16
* Wire length of the first global-routing pass at around 94000 µm
* RD Place Congestion at 0.909
[worst max-delay path: cells and delay by family]
family / cells / cell delay [ps]
compound gates: 5 / 1090
buf+inv: 3 / 1650
xor+xnor: 1 / 150
fa+ha+maj: 2 / 430
simple gates: 9 / 2950
[layout make-up]
| type | count | area (µm²) | area share (%) |
|---|---|---|---|
| clock buffers | 75 | 1550 | 5.79 |
| clock inverters | 22 | 273 | 1.02 |
| inverters | 59 | 221 | 0.827 |
| multi-input cells | 1063 | 8160 | 30.4 |
| flip-flops and latches | 458 | 12700 | 47.3 |
| well taps | 940 | 1180 | 4.39 |
| repair buffers | 280 | 2750 | 10.2 |
[worst paths after layout]
kind	startpoint	end	slack, ps	cells past startpoint
worst max-delay path	GEIG_DATA[0]	data_buffer[47]	16850	20
worst min-delay path	row_out[0]	row_out[0]	470	2
worst max register to register	geig_prev[0]	data_buffer[47]	22050	19
worst min register to register	row_out[0]	row_out[0]	470	2
max in group asynchronous	RESET	geig_prev[54]	20430	5
min in group asynchronous	RESET	row_out[0]	4960	1
[layer usage]
metal | vias to the layer above | part of all wire [%] | GRT usage [%]
li1 | 6714 | - | -
met1 | 6986 | 44 | 26.6
met2 | 459 | 44 | 26.1
met3 | 79 | 10 | 7.62
met4 | 6 | 1.6 | 2.45
met5 | - | 0.054 | 0
[flip-flops by register name (all words and copies together) (netlist names)]
name and count:
ba_out 2, busy_hold 1, cmd_out 2, col_out 9, data_buffer 80, data_out 16, geig_buffer 80, geig_prev 80
mag_buffer 80, mag_prev 80, next_read 1, next_write 1, num_cycles 1, read_prev 1, row_out 13, schedule 8
write_count 3
[power by group]
| group | total (mW) | leakage [nW] | switching, mW | internal [mW] |
|---|---|---|---|---|
| logic | 0.630 | 4.24 | 0.336 | 0.294 |
| registers | 0.868 | 4.89 | 0.0360 | 0.832 |
| clock network | 0.697 | 0.894 | 0.280 | 0.417 |
[per-stage QoR]
step	utilization [%]	cell area (µm²)	hold slack, ps	worst slack, ps	power, mW
finish	38.0	26800	474	16850	2.19
global route	38.0	26800	495	16310	2.30
detailed placement	35.4	25000	466	16090	1.50
CTS	38.0	26800	480	16710	2.21
global placement	35.4	25000	462	16180	1.49
floorplan	-	21500	421	18030	1.27
[cells in the final DEF (no fill, tap or decap), drive strengths merged, types with 12 or more instances in the layout]
cell	instances
mux2i	75
nand2	77
buf	26
o21ai	212
xor2	16
a21o	33
dfrtp	217
o21ba	48
o2bb2ai	33
clkbuf	75
a21oi	37
nor4	15
xnor2	168
clkdlybuf4s50	254
and2	27
inv	63
edfxtp	241
mux2	99
o22a	64
nand4	44
a211oi	33
clkinv	12
[cells by family after synthesis]
logic type               count (synthesis)  share of synthesized area (%)
AND/OR/NAND/NOR                        201                           5.01
multiplexers                           174                           8.68
adder cells (fa/ha/maj)                 11                          0.627
XOR/XNOR                               184                           7.48
buffers and inverters                  159                           3.47
flip-flops                             458                           58.8
AND-OR/OR-AND                          493                           15.9
No activity file was given, so power comes from the tool's default toggle rates.
