File: flow/run.sh
#!/bin/bash
# OpenROAD 26Q1-2900-gdf79404cd8, Yosys 0.63+post, stock flow scripts
make -C /OpenROAD-flow-scripts/flow DESIGN_CONFIG=/design/flow/config.mk WORK_HOME=/design/flow/orfs finish
File: flow/config.mk
export PLATFORM = sky130hd
export DESIGN_NAME = constant_sensor_data
export DESIGN_NICKNAME = constant_sensor_data
export VERILOG_FILES = /design/flow/design.v
export SDC_FILE = /design/flow/constraint.sdc
export NUM_CORES = 4
export LEC_CHECK = 1
export CORE_UTILIZATION = 30
File: flow/constraint.sdc
current_design constant_sensor_data

set clk_period 7.1
set clk_io_pct 0.2

create_clock -name clk0 -period $clk_period [get_ports {CLK_10HZ}]

set non_clock_inputs [all_inputs -no_clocks]
set_input_delay [expr $clk_period * $clk_io_pct] -clock clk0 $non_clock_inputs
set_output_delay [expr $clk_period * $clk_io_pct] -clock clk0 [all_outputs]
File: flow/design.v
module constant_sensor_data( CLK_10HZ,RESET, TIMESTAMP,G_DATA_STACK, M_DATA_STACK, NEXT_BYTE);
input CLK_10HZ, RESET;
input [23:0] TIMESTAMP;
output [79:0] G_DATA_STACK;
output [79:0] M_DATA_STACK;
output NEXT_BYTE;
parameter [7:0] g_id = 8'h47;
parameter [31:0] g_filler = 32'b10101010101010101010101010101010;
parameter [7:0] m_id = 8'h4d;
reg [9:0] g_counter;
reg [79:0] geiger_stack;
reg [16:0] g_data;
reg [79:0] mag_stack;
reg [47:0] mag_data;
reg next_byte_control;
assign G_DATA_STACK=geiger_stack;
assign M_DATA_STACK = mag_stack;
assign NEXT_BYTE=next_byte_control;
always @(posedge CLK_10HZ or negedge RESET)
begin
if (RESET==1'b0) begin
    geiger_stack=80'b0;
    mag_stack=80'b0;
    g_counter=0;
    g_data=0;
    mag_data=0;
    next_byte_control=1;
end else begin
    if (g_counter==600) begin
        g_data=g_data+1;
        geiger_stack={g_filler,g_data,TIMESTAMP,g_id};
        g_counter=0;
    end else begin
        g_counter=g_counter+1;
        mag_data=mag_data+1;
        mag_stack={mag_data,TIMESTAMP,m_id};
        next_byte_control = !next_byte_control;
    end
end
end
endmodule
==> flow_summary.yaml <==
# physical design summary
final_layout:
  synthToLayoutAreaGrowth_pct: 39.4
  final.fill_count: 1755
  drive_gt1_share_pct: 6.58
  stdcell_count: 964
synthesis:
  ff_type: "dfrtp_1"
  synth-edff-count: 0
  syn_area_per_cell_um2: 10.0
  ys_area_mm2: 0.00571
  yosys_cells: 570
  synth_cell_types: 31
  largest_area_cell: "dfrtp_1"
  topCellsByArea: "dfrtp_1 55%, nand2_1 12%, xnor2_1 6.9%"
  syn_area_mm2: 0.00571
  synth_warnings: 1
  ys_seq_share_pct: 55.3
  synth_top_area_share_pct: 54.8
  ys.flops: 126
  async_flop_share_pct: 100
  synthCells: 570
critical_path:
  crit_path_cell_trace: "clkdlybuf4s50_1"
  max_stage_delay_ps: 640
  crit_path_max_fanout: 20
  endpoint_kind: "output port"
  cp.arrival_ps: 1610
  worst-endpoint-required_ps: 5680
  cpMaxStageDelayCell: "dfrtp_1"
  critPathBufInv: 1
  startpoint_type: "register"
  path_delay_family: "flip-flops"
  crit_type: "reg2out"
hold_path:
  hp-class: "reg2reg"
placement:
  dp.cells: 932
  globalplace.congestion: 0.811
  port_buffers: 162
  hpwl_um: 9080
timing:
  slew-limit-headroom_pct: 50.2
  finalHoldViolCount: 0
  fin_crit_sh_pct: 42.7
  max_slew.worst_pin.slew_ps: 746
  max_freq_ghz: 0.330
  fin_tns_setup_ps: 0
  setup_violations: 0
  maxSlewViolCount: 0
  rsz0062_at_grt: "false"
  period_needed_ps: 3030
  fin_worst_skew_ps: 8.09
clock_tree:
  cts_hold_buf: 0
  insertion_delay_ps: 410
  clkTransAtPathRegs_ps: 60
  htreeDepth: 4
  numCtsBuffers: 17
  ctsRootBufferMaster: "clkbuf_16"
  clk_path_buf_depth: 2
  postCtsSetupBuffers: 0
  cts.sinks: 126
  cts_resized: 0
  cts_tree: "done"
job:
  tool_warnings: 26
  cap_viol_max_count: 0
route:
  diodes: 0
  wirelength_um: 13300
  via_count: 4204
  avgViaCountPerCell: 4.36
  drt-wirelength-per-cell_um: 13.7
  detail-route-antenna-nets: 0
  drc: 0
  first_pass_iters: 4
  first_iter_violations: 139
grt:
  grt_overflow: 0
  grt_pass1_wl_um: 22000
  antenna_found_initial: 0
  grt_start_max_net_pins: 81
  grtUsageTotal_pct: 14.4
  grt_pass1_vias: 4122
floorplanning:
  die_w_um: 140
  ios: 187
  initCoreUtil_pct: 30.6
  fp.dieH_um: 140
  die-area_mm2: 0.0196
  rows: 50
  core_mm2: 0.0186
pwr:
  p_leak_uw: 0.00358
  p_per_area_mw_per_mm2: 210
  peakVddDrop_mv: 0.144
outcome:
  status: "completed"
-- placed cells by master (no fill, tap or decap), types with 4 or more instances in the layout --
cell type / count
clkdlybuf4s50_1: 161
conb_1: 24
and3_1: 9
nand4_1: 18
inv_1: 9
xor2_1: 27
clkbuf_16: 17
and4_1: 10
nor2_1: 22
clkinv_4: 4
dfrtp_1: 125
and2_1: 8
nand3_1: 26
ha_1: 4
nand2_1: 175
nor3_1: 11
xnor2_1: 45
-- worst register-to-register path, stage by stage, from the launching register on --
cell     delay (ps)
dfrtp_1         400
inv_1            60
ha_1            180
and3b_1         230
nand3_2          70
buf_4           510
nand3_1         530
nor4_2          380
xor2_1          180
-- metrics by stage --
step	setup WS, ps	utilization (%)	hold slack, ps	instance area, um2	power, uW
floorplan	4940	-	414	5790	754
global placement	4440	39.4	448	7340	793
detailed placement	4400	39.4	459	7340	792
CTS	4030	42.7	475	7950	1700
global route	3940	42.7	490	7950	1740
finish	4070	42.7	468	7950	1670
-- kinds of logic after synthesis --
kind of cell	after synthesis	share of synthesized area, %
compound gates	1	0.307
xor+xnor	72	11.1
fa+ha+maj	4	0.877
buf+inv	69	7.54
flops	126	55.3
other cells	1	0.0657
simple gates	297	24.9
-- power breakdown --
part           switching [uW]  total (uW)  internal, uW
sequential               4.10         729           725
clock                     332         891           559
combinational            22.0        48.4          26.4
-- final timing paths --
check / slack [ps] / cells past startpoint / startpoint / end
worst min-delay path: 470 / 2 / mag_stack[29] / mag_stack[29]
worst min register to register: 470 / 2 / mag_stack[29] / mag_stack[29]
worst max register to register: 4470 / 8 / g_counter[0] / mag_data[44]
max in group asynchronous: 4970 / 2 / RESET / g_data[8]
worst max-delay path: 4070 / 1 / G_DATA_STACK[6] / G_DATA_STACK[74]
min in group asynchronous: 1020 / 1 / RESET / mag_data[38]
-- cells in the mapped netlist, drive strengths merged, types with 8 or more instances --
cell type	instances
and4	10
nor2	22
buf	46
xnor2	45
nand2	175
nand3	27
and2	8
clkbuf	14
xor2	27
and3	10
inv	9
nor3	12
nand4	20
dfrtp	125
-- per-layer routing --
layer | vias to the layer above | wire length (um) | track usage (%)
met1 | 1963 | 6030 | 21.5
met2 | 152 | 5450 | 20.1
met3 | 10 | 1620 | 6.90
li1 | 2079 | - | -
met5 | - | 0 | 0
met4 | 0 | 150 | 1.62
-- registers in the layout, summed over array words and instances, names as in the netlist --
signal and count:
g_data 16, mag_stack 25, mag_data 48, g_counter 10, next_byte_control 1, G_DATA_STACK 26
-- cell type report --
class                   instances  area (um2)  share of cell area [%]
clock inverters                14         185                    2.33
well taps                     234         293                    3.68
multi-input cells             398        2210                    27.8
clock buffers                  18         429                    5.40
inverters                       9        33.8                   0.425
repair buffers                165        1650                    20.7
flip-flops and latches        126        3150                    39.7
Power figures rest on the tool's default switching activity, not on a simulated workload.
