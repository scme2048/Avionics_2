**./config.mk**
```make
export PLATFORM = sky130hd
export DESIGN_NAME = sdram_interface
export DESIGN_NICKNAME = sdram_interface
export VERILOG_FILES = /design/flow/design.v
export SDC_FILE = /design/flow/constraint.sdc
export NUM_CORES = 4
export LEC_CHECK = 1
export CORE_UTILIZATION = 50
```
**./constraint.sdc**
```tcl
current_design sdram_interface

set clk_period 5.1
set clk_io_pct 0.2

create_clock -name clk0 -period $clk_period [get_ports {CLK_48MHZ}]

set non_clock_inputs [all_inputs -no_clocks]
set_input_delay [expr $clk_period * $clk_io_pct] -clock clk0 $non_clock_inputs
set_output_delay [expr $clk_period * $clk_io_pct] -clock clk0 [all_outputs]
```
**./design.v**
```verilog
module sdram_interface(CLK_48MHZ,RESET,TIMESTAMP,A_IN_BANK,A_IN_COL,A_IN_ROW,D_IN,CMD_IN,
SDRAM_D0,SDRAM_D1,SDRAM_D2,SDRAM_D3,SDRAM_D4,SDRAM_D5,SDRAM_D6,SDRAM_D7,SDRAM_D8,SDRAM_D9,SDRAM_D10,SDRAM_D11,
SDRAM_D12,SDRAM_D13,SDRAM_D14,SDRAM_D15,
SDRAM_A0,SDRAM_A1,SDRAM_A2,SDRAM_A3,SDRAM_A4,SDRAM_A5,SDRAM_A6,SDRAM_A7,SDRAM_A8,SDRAM_A9,SDRAM_A10,SDRAM_A11,
SDRAM_A12,
SDRAM_CLK,SDRAM_BA0,SDRAM_BA1,SDRAM_CKE,SDRAM_CS,SDRAM_RAS,SDRAM_CAS,SDRAM_WE,SDRAM_DQML,SDRAM_DQMU,
STATUS,DATA_READ);
parameter t_rc = 4;  
parameter t_ras = 3;  
parameter t_rcd= 1;  
parameter t_rp = 2;  
parameter t_dpl = 1;  
parameter t_rrd =1;  
parameter t_ref = 1;  
input CLK_48MHZ;
input RESET;
input [23:0] TIMESTAMP;
input [1:0] CMD_IN;  
input [1:0] A_IN_BANK;
input [8:0] A_IN_COL;
input [12:0] A_IN_ROW;
input [15:0] D_IN;
inout SDRAM_D0,SDRAM_D1,SDRAM_D2,SDRAM_D3,SDRAM_D4,SDRAM_D5,SDRAM_D6,SDRAM_D7,SDRAM_D8,SDRAM_D9,SDRAM_D10,SDRAM_D11,
SDRAM_D12,SDRAM_D13,SDRAM_D14,SDRAM_D15;
output SDRAM_A0,SDRAM_A1,SDRAM_A2,SDRAM_A3,SDRAM_A4,SDRAM_A5,SDRAM_A6,SDRAM_A7,SDRAM_A8,SDRAM_A9,SDRAM_A10,
SDRAM_A11,SDRAM_A12,
SDRAM_CLK,SDRAM_BA0,SDRAM_BA1,SDRAM_CKE,SDRAM_CS,SDRAM_RAS,SDRAM_CAS,SDRAM_WE,SDRAM_DQML,SDRAM_DQMU;
output STATUS;
output [15:0] DATA_READ;
reg busy;
assign STATUS=busy;
reg [15:0] dout;  
reg weVAL;  
assign SDRAM_D0 = (weVAL==1'b1) ? dout[0] : 1'bz;
assign SDRAM_D1 = (weVAL==1'b1) ? dout[1] : 1'bz;
assign SDRAM_D2 = (weVAL==1'b1) ? dout[2] : 1'bz;
assign SDRAM_D3 = (weVAL==1'b1) ? dout[3] : 1'bz;
assign SDRAM_D4 = (weVAL==1'b1) ? dout[4] : 1'bz;
assign SDRAM_D5 = (weVAL==1'b1) ? dout[5] : 1'bz;
assign SDRAM_D6 = (weVAL==1'b1) ? dout[6] : 1'bz;
assign SDRAM_D7 = (weVAL==1'b1) ? dout[7] : 1'bz;
assign SDRAM_D8 = (weVAL==1'b1) ? dout[8] : 1'bz;
assign SDRAM_D9 = (weVAL==1'b1) ? dout[9] : 1'bz;
assign SDRAM_D10 = (weVAL==1'b1) ? dout[10] : 1'bz;
assign SDRAM_D11 = (weVAL==1'b1) ? dout[11] : 1'bz;
assign SDRAM_D12 = (weVAL==1'b1) ? dout[12] : 1'bz;
assign SDRAM_D13 = (weVAL==1'b1) ? dout[13] : 1'bz;
assign SDRAM_D14 = (weVAL==1'b1) ? dout[14] : 1'bz;
assign SDRAM_D15 = (weVAL==1'b1) ? dout[15] : 1'bz;
reg [15:0] dread;  
assign DATA_READ[0] = dread[0];
assign DATA_READ[1] = dread[1];
assign DATA_READ[2] = dread[2];
assign DATA_READ[3] = dread[3];
assign DATA_READ[4] = dread[4];
assign DATA_READ[5] = dread[5];
assign DATA_READ[6] = dread[6];
assign DATA_READ[7] = dread[7];
assign DATA_READ[8] = dread[8];
assign DATA_READ[9] = dread[9];
assign DATA_READ[10] = dread[10];
assign DATA_READ[11] = dread[11];
assign DATA_READ[12] = dread[12];
assign DATA_READ[13] = dread[13];
assign DATA_READ[14] = dread[14];
assign DATA_READ[15] = dread[15];
reg [12:0] address;
assign SDRAM_A0 = address[0];
assign SDRAM_A1 = address[1];
assign SDRAM_A2 = address[2];
assign SDRAM_A3 = address[3];
assign SDRAM_A4 = address[4];
assign SDRAM_A5 = address[5];
assign SDRAM_A6 = address[6];
assign SDRAM_A7 = address[7];
assign SDRAM_A8 = address[8];
assign SDRAM_A9 = address[9];
assign SDRAM_A10 = address[10];
assign SDRAM_A11 = address[11];
assign SDRAM_A12 = address[12];
reg pwr_up_hold;
reg pwr_stabalize;
reg [3:0] init_counter;
reg [23:0] ts_delay;
assign SDRAM_CLK = (pwr_stabalize==1'b0) ? 1'b0  : CLK_48MHZ;  
reg cke;
reg cs;
reg ras;
reg cas;
reg we;
reg ba0;
reg ba1;
reg dqmu;
reg dqml;
assign SDRAM_CKE = cke;
assign SDRAM_CS =  cs;
assign SDRAM_RAS=  ras;
assign SDRAM_CAS=  cas;
assign SDRAM_WE=   we;
assign SDRAM_BA0=  ba0;
assign SDRAM_BA1=  ba1;
assign SDRAM_DQMU= dqmu;
assign SDRAM_DQML= dqml;
reg write_cycle;
reg write_exit;
reg [3:0] write_counter;
reg read_cycle;
reg [3:0] read_counter;
reg read_exit;
reg idle_cycle;
always @(negedge CLK_48MHZ or negedge RESET)
begin
if (RESET==1'b0) begin
    weVAL<=1'b0;
    pwr_up_hold=1'b1;
    busy=1'b1;
    pwr_stabalize=1'b0;
    init_counter=4'b0;
    write_cycle=1'b0;
    write_exit=1'b0;
    write_counter=4'b0;
    read_cycle=1'b0;
    read_counter=4'b0;
    read_exit=1'b0;
    idle_cycle=1'b0;
    dout<=0;
    address=0;
    dread<=0;
    ts_delay=0;
    cke<=1'b0;
    cs<=1'b0;
    ras<=1'b0;
    cas<=1'b0;
    we<=1'b0;
    ba0<=1'b0;
    ba1<=1'b0;
    dqmu<=1'b0;
    dqml<=1'b0;
end else begin
    if (busy==0) begin
        if (CMD_IN==2) begin
            write_cycle=1;
            write_exit=0;
        end else if (CMD_IN==1) begin
            read_cycle=1;
            read_exit=0;
        end else begin
            idle_cycle=1;
        end
    end
    if (write_cycle==1) begin
        if (write_counter==t_rc+t_ras+2) begin
            cke<=0;
            cs<=0;
            ras<=0;
            cas<=0;
            we<=1;
            address=13'bz;
            busy=0;
            write_cycle=0;
            write_counter=0;
            write_exit=1;
        end
        if ((write_counter>t_rc+t_ras) && (write_counter<t_rc+t_ras+2)) begin
            cke<=1;
            cs<=0;
            ras<=1;
            cas<=1;
            we<=1;
            dqml<=1;
            dqmu<=1;
            weVAL<=0;
            address=13'bz;
            write_counter=write_counter+1;
        end
        if (write_counter==t_rc+t_ras) begin
            cke<=1;
            cs<=0;
            ras<=1;
            cas<=0;
            we<=0;
            address[8:0] = A_IN_COL;
            address[10] =1;
            weVAL<=1;
            dout<=D_IN;  
            write_counter=write_counter+1;
        end
        if ((write_counter>t_rc) && (write_counter<t_rc+t_ras)) begin
            cke<=1;
            cs<=0;
            ras<=1;
            cas<=1;
            we<=1;
            address=13'bz;
            write_counter=write_counter+1;
        end
        if (write_counter==t_rc) begin
            cke<=1;
            cs<=0;
            ras<=0;
            cas<=1;
            we<=1;
            dqmu<=0;
            dqml<=0;
            ba0<=A_IN_BANK[0];
            ba1<=A_IN_BANK[1];
            address=A_IN_ROW;
            write_counter=write_counter+1;
        end
        if ((write_counter>0) && (write_counter<t_rc)) begin
            cke<=1;
            cs<=0;
            ras<=1;
            cas<=1;
            we<=1;
            address=13'bz;
            write_counter=write_counter+1;
        end
        if ((write_counter==0) && (write_exit==0)) begin
            cke<=1;
            cs<=0;
            ras<=1;
            cas<=1;
            we<=1;
            busy=1;
            write_counter=write_counter+1;
        end
    end
    if (read_cycle==1) begin
        if (read_counter==t_rc+t_ras+5) begin
            cke<=0;
            cs<=0;
            ras<=0;
            cas<=0;
            we<=1;
            address=13'bz;
            busy=0;
            read_cycle=0;
            read_counter=0;
            read_exit=1;
        end
        if (read_counter==t_rc+t_ras+4) begin
            cke<=1;
            cs<=0;
            ras<=1;
            cas<=1;
            we<=1;
            dqmu<=1;
            dqml<=1;
            address=13'bz;
            read_counter=read_counter+1;
        end
        if (read_counter==t_rc+t_ras+3) begin
            cke<=1;
            cs<=0;
            ras<=1;
            cas<=1;
            we<=1;
            dread[0]<=SDRAM_D0;
            dread[1]<=SDRAM_D1;
            dread[2]<=SDRAM_D2;
            dread[3]<=SDRAM_D3;
            dread[4]<=SDRAM_D4;
            dread[5]<=SDRAM_D5;
            dread[6]<=SDRAM_D6;
            dread[7]<=SDRAM_D7;
            dread[8]<=SDRAM_D8;
            dread[9]<=SDRAM_D9;
            dread[10]<=SDRAM_D10;
            dread[11]<=SDRAM_D11;
            dread[12]<=SDRAM_D12;
            dread[13]<=SDRAM_D13;
            dread[14]<=SDRAM_D14;
            dread[15]<=SDRAM_D15;
            address=13'bz;
            read_counter=read_counter+1;
        end
        if ((read_counter>t_rc+t_ras) && (read_counter<t_rc+t_ras+3)) begin
            cke<=1;
            cs<=0;
            ras<=1;
            cas<=1;
            we<=1;
            address=13'bz;
            read_counter=read_counter+1;
        end
        if (read_counter==t_rc+t_ras) begin
            cke<=1;
            cs<=0;
            ras<=1;
            cas<=0;
            we<=1;
            address[8:0] = A_IN_COL;
            address[10] =1; 
            dread<= 16'bz;
            read_counter=read_counter+1;
        end
        if ((read_counter>t_rc) && (read_counter<t_rc+t_ras)) begin
            cke<=1;
            cs<=0;
            ras<=1;
            cas<=1;
            we<=1;
            address=13'bz;
            read_counter=read_counter+1;
        end
        if (read_counter==t_rc) begin
            cke<=1;
            cs<=0;
            ras<=0;
            cas<=1;
            we<=1;
            dqmu<=0;
            dqml<=0;
            ba0<=A_IN_BANK[0];
            ba1<=A_IN_BANK[1];
            address=A_IN_ROW;
            read_counter=read_counter+1;
        end
        if ((read_counter>0) && (read_counter<t_rc)) begin
            cke<=1;
            cs<=0;
            ras<=1;
            cas<=1;
            we<=1;
            address=13'bz;
            read_counter=read_counter+1;
        end
        if ((read_counter==0) && (read_exit==0)) begin
            cke<=1;
            cs<=0;
            ras<=1;
            cas<=1;
            we<=1;
            busy=1;
            read_counter=read_counter+1;
        end
    end
    if (pwr_up_hold==1'b1) begin
        if (TIMESTAMP < 2) begin
            cke<=1'b0;
            cs<=1'b0;
            dqml<=1'b0;
            dqmu<=1'b0;
            dout<=16'b0;
            busy=1;
        end else if ((TIMESTAMP>=2)&&(TIMESTAMP<4)) begin
            pwr_stabalize=1'b1;
            cke<=1'b1;
            dqml<=1'b1;
            dqmu<=1'b1;
        end else if (TIMESTAMP>=4) begin  
            if (init_counter==t_rp+1+t_rc+1+1) begin
                cke<=0;
                cs<=0;
                ras<=0;
                cas<=0;
                we<=1;
                address=13'bz;
                pwr_up_hold=1'b0;  
                busy=0;
            end
            if (init_counter==t_rp+1+t_rc+1) begin
                cke<=1;
                cs<=0;
                ras<=1;
                cas<=1;
                we<=1;
                address=13'bz;
                init_counter=init_counter+1;
            end
            if (init_counter==t_rp+1+t_rc) begin
                cke<=1;
                cs<=0;
                ras<=0;
                cas<=0;
                we<=0;
                ba1<=0;
                ba0<=1;
                address=13'b0001000100000;
                init_counter=init_counter+1;
            end
            if ((init_counter>t_rp+1) && (init_counter<t_rp+1+t_rc)) begin
                cke<=1;
                cs<=0;
                ras<=1;
                cas<=1;
                we<=1;
                address=13'bz;
                init_counter=init_counter+1;
            end
            if ((init_counter==t_rp+1) && (TIMESTAMP==ts_delay)) begin
                cke<=1;
                cs<=0;
                ras<=1;
                cas<=1;
                we<=1;
                init_counter=init_counter+1;
            end
            if ((init_counter==t_rp+1) && (TIMESTAMP!=ts_delay)) begin
                cke<=0;
                cs<=0;
                ras<=1;
                cas<=1;
                we<=1;
                address=13'bz;
            end
            if (init_counter==t_rp) begin
                cke<=0;
                cs<=0;
                ras<=0;
                cas<=0;
                we<=1;
                address=13'bz;
                init_counter=init_counter+1;
                ts_delay=TIMESTAMP+1;
            end
            if ((init_counter>0) && (init_counter<t_rp)) begin
                cke<=1;
                cs<=0;
                ras<=1;
                cas<=1;
                we<=1;
                address=13'bz;
                init_counter=init_counter+1;
            end
            if (init_counter==0) begin
                cke<=1;
                cs<=0;
                ras<=0;
                cas<=1;
                we<=0;
                address[10]=1;
                init_counter=init_counter+1;
            end
        end
    end
end  
end
endmodule
```
**./run.sh**
```bash
#!/bin/bash
# OpenROAD 26Q1-2900-gdf79404cd8, Yosys 0.63+post, stock flow scripts
make -C /OpenROAD-flow-scripts/flow DESIGN_CONFIG=/design/flow/config.mk WORK_HOME=/design/flow/orfs finish
```
==> results.json <==
{
  "lastStage": "clock tree synthesis",
  "netlist_instances": 747,
  "ys_chip_area_um2": 6475,
  "fp_util_pct": 51.31,
  "portBuffers": 107,
  "synth.cell_area_um2": 6475,
  "synth_cell_types": 79,
  "run_status": "stopped before the end",
  "error": "[error] [KeplerFormal.cpp:679] Workflow failed: Iso has multiple drivers: .SDRAM_D00, SDRAM_D0$_DFF_NN0_.Q0",
  "dp_worst_setup_slack_ps": -1854,
  "ys_seq_share_pct": 37.53,
  "die_y_um": 115.8,
  "cts_hold_buffers": 0,
  "ys_async_sr_fraction_pct": 100.0,
  "yosysCellCount": 747,
  "gp_routability_congestion": 0.9245,
  "hpwl_um": 12760,
  "post_cts_resized": 147,
  "synth-edff-count": 0,
  "synthFlopType": "dfrtn_1",
  "ys.flops": 97,
  "chipWidth_um": 115.8,
  "syn_area_per_cell_um2": 8.668,
  "placementRows": 41,
  "yosysWarnings": 34,
  "cts_setup_buffers": 12,
  "ios": 124,
  "postPlaceCellArea_um2": 8736
}
## cell usage after synthesis, types with 9 or more instances
cell / n / area, um^2
mux2i_1: 12 / 120.1
a21oi_1: 52 / 260.3
clkbuf_1: 19 / 71.32
and3_1: 11 / 68.82
nand2b_1: 9 / 56.30
nand2_1: 113 / 424.2
dfrtn_1: 95 / 2377
ha_1: 22 / 275.3
nor2_1: 44 / 165.2
xor2_1: 13 / 113.9
nor3_1: 11 / 55.05
o221ai_1: 13 / 113.9
xnor2_1: 41 / 359.1
buf_2: 16 / 80.08
inv_1: 30 / 112.6
nor2b_1: 11 / 68.82
nand3_1: 17 / 85.08
mux2_2: 16 / 180.2
o21ai_0: 59 / 295.3
nand4_1: 16 / 100.1
o22ai_1: 11 / 68.82
## logic make-up after synthesis
kind of cell             Yosys count  synth area share (%)
XOR/XNOR                          54                 7.304
multiplexers                      30                 5.198
AND/OR/NAND/NOR                  271                 20.85
AND-OR/OR-AND                    203                 20.16
buffers and inverters             70                 4.715
flip-flops                        97                 37.53
adder cells (fa/ha/maj)           22                 4.251
## per-stage QoR
stage	power (W)	instances
3_3_place_gp	0.003889	1105
2_1_floorplan	0.002760	747
3_5_place_dp	0.003944	1105
Power figures rest on the tool's default switching activity, not on a simulated workload.
