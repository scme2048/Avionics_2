<file path="./run.sh">
#!/bin/bash
# OpenROAD 26Q1-2900-gdf79404cd8, Yosys 0.63+post, stock flow scripts
make -C /OpenROAD-flow-scripts/flow DESIGN_CONFIG=/design/flow/config.mk WORK_HOME=/design/flow/orfs finish
</file>
<file path="./config.mk">
export PLATFORM = sky130hd
export DESIGN_NAME = memory_controller
export DESIGN_NICKNAME = memory_controller
export VERILOG_FILES = /design/flow/design.v
export SDC_FILE = /design/flow/constraint.sdc
export NUM_CORES = 4
export LEC_CHECK = 1
export CORE_UTILIZATION = 30
</file>
<file path="./constraint.sdc">
current_design memory_controller

set clk_period 18.8
set clk_io_pct 0.2

create_clock -name clk0 -period $clk_period [get_ports {CLK_48MHZ}]

set non_clock_inputs [all_inputs -no_clocks]
set_input_delay [expr $clk_period * $clk_io_pct] -clock clk0 $non_clock_inputs
set_output_delay [expr $clk_period * $clk_io_pct] -clock clk0 [all_outputs]
</file>
<file path="./design.v">
module memory_controller( CLK_48MHZ,RESET,SRAM_STATUS,READ_CMD, GEIG_DATA, MAG_DATA
,READ_ADDRESS,READ_CHIP_SELECT,WRITE_ADDRESS,WRITE_CHIP_SELECT
,NEXT_READ,NEXT_WRITE,DATA_OUT,ADDRESS_OUT,CHIP_SELECT,CMD_OUT);
input CLK_48MHZ,RESET,SRAM_STATUS, READ_CMD;
input [79:0] GEIG_DATA;
input [79:0] MAG_DATA;
input [17:0] READ_ADDRESS;
input READ_CHIP_SELECT;
input [17:0] WRITE_ADDRESS;
input WRITE_CHIP_SELECT;
output NEXT_READ, NEXT_WRITE;
output [15:0] DATA_OUT;
output [17:0] ADDRESS_OUT;
output CHIP_SELECT;
output [1:0] CMD_OUT;
reg [79:0] geig_prev;
reg [79:0] geig_buffer;
parameter new_geig_cmd =2'b01;
parameter num_geig_cycles = 5;
reg [79:0] mag_prev;
reg [79:0] mag_buffer;
parameter new_mag_cmd =2'b10;
parameter num_mag_cycles = 5;
reg [79:0] data_buffer;
reg read_prev;
parameter new_read_cmd = 2'b11;
reg [7:0] schedule;
reg [2:0] num_cycles;
reg [2:0] write_count;
reg busy_hold;
reg next_write;
reg next_read;
reg [17:0] address_out;
reg chip_select;
reg [15:0] data_out;
reg [1:0] cmd_out;
assign NEXT_WRITE = next_write;
assign NEXT_READ = next_read;
assign CMD_OUT = cmd_out;
assign ADDRESS_OUT=address_out;
assign CHIP_SELECT=chip_select;
assign DATA_OUT = data_out;
always @(posedge CLK_48MHZ or negedge RESET)
begin
if (RESET==1'b0) begin
    schedule = 8'b00000000;
    busy_hold = 1'b0;
    write_count=4'b0000;
    next_write<=0;
    next_read<=0;
    cmd_out<=2'b00;
    num_cycles=0;
    address_out<=17'b0;
    chip_select<=1'b0;
    data_out<=0;
    mag_prev=80'b0;
    geig_prev=80'b0;
    geig_buffer=80'b0;
    mag_buffer=80'b0;
    data_buffer=80'b0;
    read_prev=1'b0;
end else begin
if (schedule[1:0] ==2'b00) begin
    schedule=schedule>>2;
end
if (geig_prev!=GEIG_DATA) begin
    geig_buffer = GEIG_DATA;
    geig_prev = GEIG_DATA;
    if (schedule[1:0] == 2'b00) begin
        schedule[1:0] = new_geig_cmd;
    end else if (schedule[3:2] ==2'b00) begin
        schedule[3:2] = new_geig_cmd;
    end else if (schedule[5:4] == 2'b00) begin
        schedule[5:4] = new_geig_cmd;
    end else begin
        schedule[7:6] = new_geig_cmd;
    end
end else begin
    geig_prev= GEIG_DATA;
end
if (mag_prev!=MAG_DATA) begin
    mag_buffer = MAG_DATA;
    mag_prev = MAG_DATA;
    if (schedule[1:0] == 2'b00) begin
        schedule[1:0] = new_mag_cmd;
    end else if (schedule[3:2] ==2'b00) begin
        schedule[3:2] = new_mag_cmd;
    end else if (schedule[5:4] == 2'b00) begin
        schedule[5:4] = new_mag_cmd;
    end else begin
        schedule[7:6] = new_mag_cmd;
    end
end else begin
    mag_prev=MAG_DATA;
end
if ((READ_CMD ==1'b1) && (read_prev ==1'b0) && (RESET==1'b1))begin
    read_prev=READ_CMD;
    if (schedule[1:0] == 2'b00) begin
        schedule[1:0] = new_read_cmd;
    end else if (schedule[3:2] ==2'b00) begin
        schedule[3:2] = new_read_cmd;
    end else if (schedule[5:4] == 2'b00) begin
        schedule[5:4] = new_read_cmd;
    end else begin
        schedule[7:6] = new_read_cmd;
    end
end else begin
    read_prev = READ_CMD;
end
if (((schedule[1:0] == new_geig_cmd) || (schedule[1:0] == new_mag_cmd)) && (RESET==1'b1)) begin
    if ((schedule[1:0] == new_geig_cmd) && (write_count==0)) begin
        num_cycles=num_geig_cycles;
        data_buffer[79:0] = geig_buffer;
    end else if ((schedule[1:0] == new_mag_cmd) && (write_count==0)) begin
        num_cycles = num_mag_cycles;
        data_buffer[79:0]=mag_buffer;
    end
    if (write_count<num_cycles) begin
        if ((busy_hold==1) && (SRAM_STATUS==1)) begin
            cmd_out<=2'b00;
        end
        if ((busy_hold==1'b1)&&(SRAM_STATUS==1'b0)) begin
            next_write<=1'b1;
            data_buffer = data_buffer >>16;
            busy_hold=1'b0;
            write_count=write_count+1;
        end else if ((SRAM_STATUS==1'b0) && (busy_hold==0)) begin
            next_write<=1'b0;
            cmd_out<=2'b10;
            address_out<=WRITE_ADDRESS;
            chip_select<=WRITE_CHIP_SELECT;
            data_out<=data_buffer[15:0];
            busy_hold=1'b1;
        end
    end else if (write_count==num_cycles) begin
        write_count=0;
        schedule=schedule>>2;
    end
end else if ((schedule[1:0]==new_read_cmd) && (RESET==1'b1)) begin
    if (READ_ADDRESS == WRITE_ADDRESS) begin 
        schedule=schedule>>2;
    end else begin
        if ((SRAM_STATUS==1'b1) && (busy_hold==1)) begin
            cmd_out<=2'b00;
        end    
        if ((SRAM_STATUS==1'b0) && (busy_hold==1)) begin
            next_read<=1'b1;
            busy_hold=0;
            schedule=schedule>>2;
        end else if ((SRAM_STATUS==1'b0) && (busy_hold==0)) begin
            next_read<=1'b0;
            cmd_out<=2'b01;
            address_out<=READ_ADDRESS;
            chip_select<=READ_CHIP_SELECT;
            busy_hold=1'b1;
        end
    end
end
end  
end
endmodule
</file>
==> results.txt <==
Implementation summary

Per the post-run analysis, buffers plus inverters along the critical path come to 4. The final non-filler cell area is approximately 25000 um2. In this run, post-CTS repair resized a total of 0 instances.

The type of the most critical hold path is flop to flop. The total overflow reported by the global router is 0. The clock network fraction of design power is 32.7%. Across every metal layer, demand over resource in global routing totals 20.4%. The die outline height is 262 um. The first detailed-routing pass took 5 iterations. The die is between 200 and 300 um wide. For hold timing, the worst endpoint is mag_buffer[0]$_DFF_PN0_. The placement-stage cell area is ~24000 um2. The insertion delay to the later sink of the worst-skew pair is 0.60 ns. The average wire length per cell after detail routing is 22.8 um. Sequential cells burn 38.1% of the power. The share of flip-flops with an asynchronous set or reset after synthesis is 100%. The routed wire length is 68.1 mm.

The floorplan row count is 95. The share of post-route cells with drive strength above 1 is roughly 8.4%. For the worst setup path, the data arrival time is 10.47 ns. The biggest area consumer among synthesized cells is sky130_fd_sc_hd__dfrtp_1. The via-per-instance ratio is 5.21. The start point of the worst min-delay path is mag_buffer[0]$_DFF_PN0_.

The largest net degree at the start of global routing is between 80 and 90. The clock period minus final worst setup slack is 9.98 ns. The category of the critical setup timing path is primary input to flop. The warning tally printed by Yosys for this design is 1. The critical path data required time is 19.29 ns.

Power spread over the standard cell area amounts to 127 nW/um2. The report shows a maximum critical-path fanout of 52. The run finished with clean final reports. The logic depth of the worst register-to-register path is 22. Setup repair after global routing left no endpoint under its margin.

The highest attainable clock frequency is roughly 100 MHz. The post-layout period usage of the worst path is 53.1%. The number of cells reported by Yosys stat comes to ~1900. The post-synthesis instance area is approximately 20000 um2. Per the synthesis report, the single largest cell type by area occupies 55.7% of cell area. The most used flip-flop cell after synthesis is sky130_fd_sc_hd__dfrtp_1. The tightest hold path in the finished design has a slack of between 0.4 and 0.5 ns. Among all cell types in the netlist, the one instantiated most often is sky130_fd_sc_hd__dfrtp_1. The largest single stage delay on the critical path is 0.55 ns.

The worst flop-to-flop path endpoint is data_buffer[47]$_DFFE_PN0N_. The number of H-tree branching levels is 2. The top-level port count is 241.

The critical path capture point type is a flop. In this run the remaining antenna-violating nets after routing total 0. The initial core utilization is a little under a third. The count of cell types in the netlist is about 60. In the synthesized netlist, the number of instances is 1870. The longest clock path from root to sink contains 3 buffers. The routed layout has 15500 vias. The worst voltage drop across the vdd grid is 0.0786 mV. The clock tree from TritonCTS is done. The clock arrives with 0.0301 ns of skew.

The yosys-reported design area after synthesis is 20300 um2. Ranked by instance count, the synthesized netlist is headed by 453 x sky130_fd_sc_hd__dfrtp_1, 175 x sky130_fd_sc_hd__nand2_1, 173 x sky130_fd_sc_hd__o21ai_0, 153 x sky130_fd_sc_hd__xnor2_1, 94 x sky130_fd_sc_hd__clkbuf_1. Internal power comes to 2.19 mW. In this run the clock root is driven by a sky130_fd_sc_hd__clkbuf_16. The number of buffer cells added on primary ports is 240. At the end of routability-driven placement, the weighted congestion stood at 0.908.

The worst-case register-to-register setup slack is 12.09 ns. The leakage component of the power was reported as 10.4 nW. After synthesis, flip-flops and latches occupy a little under three fifths of the total area.

The number of global-route vias before repair came to approximately 16000. After detailed routing, the number of remaining DRC violations is 0. The final hold violation count recorded for this run is 0.

The switching portion of total power comes to 32.0%. The number of antenna diodes in the final layout is 0. Post-CTS timing repair inserted 0 buffers for setup. The final number of setup-violating endpoints is 0.

The layout-stage area growth over the synthesis result is 24.9%. The remaining max-slew budget at the tightest pin is 40.7%. The initial detailed-routing violation count is approximately 1400. The max-slew violation count is 0. The main area contributors are sky130_fd_sc_hd__dfrtp_1 56%, sky130_fd_sc_hd__xnor2_1 6.6%, sky130_fd_sc_hd__o21ai_0 4.3%.

The number of buffers inserted by hold repair at cts is 0. The transition time recorded at the tightest slew-check pin is 0.889 ns. The initial antenna violation count is 10.

The report counts max-capacitance violations totalling 0. The logs give a warning total of 31. The final-layout setup total negative slack is 0 ns. The startpoint type of the worst setup path is a primary input. The flop and latch count out of synthesis is 453. The number of synthesized flops with an enable pin is 0. In this run the critical path is formed by clkdlybuf4s50_1, nor2b_1, a2111o_1, nor4_2, nand4_1, nor2_4, nand2_1, a31oi_1, inv_1, ha_1, and3b_2, or3_1, ha_1, nor2b_1, nor4_1, o21ai_0, and2_1, nand2_1, buf_4, nor2_1, buf_4, a22o_1, a221o_1. Once detailed placement completed, the half-perimeter wirelength came to 48.9 mm.

The die area is 68900 um2. CTS added clock buffers totalling 51. The worst hold path cell count is 2. The kind of cell adding the most delay to the critical path is simple AND/OR/NAND/NOR gates.

The standard cell core area is 67200 um2. Dividing the synthesized area by the synthesized cell count gives between 10 and 15 um2. The cell with the largest stage delay on the worst path is sky130_fd_sc_hd__buf_4. TritonCTS reports the number of clock sinks as 453. STA lists the startpoint of the worst register-to-register path as mag_prev[76]$_DFF_PN0_. The net switching power in the latest report is approximately 1 mW. The clock transition at the registers of the reported paths is 0.06 ns. The global-route wire length before repair is 102 mm. Of the total power, combinational logic draws 29.2%.
## per-layer routing
layer  GRT usage, %  up-vias  share of wire, %
met5          0.762        -              0.29
met4           3.91       22               2.3
met3           7.76       93                10
met2           29.9      660                44
met1           29.8     7631                43
li1               -     7140                 -
## worst max path at each step
stage                 cells past startpoint  slack, ns                          end          from
final                                    23       8.82  data_buffer[47]$_DFFE_PN0N_  MAG_DATA[37]
after CTS                                23       8.88  data_buffer[47]$_DFFE_PN0N_  MAG_DATA[76]
after global routing                     23       8.33  data_buffer[47]$_DFFE_PN0N_  MAG_DATA[37]
## worst reg2reg max path, cell delays in order (launching register included)
cell and delay, ns:
sky130_fd_sc_hd__dfrtp_1 0.37, sky130_fd_sc_hd__xnor2_1 0.43, sky130_fd_sc_hd__nand4_1 0.16, sky130_fd_sc_hd__nor4_1 0.50, sky130_fd_sc_hd__nand3_1 0.24, sky130_fd_sc_hd__nor2_4 0.55, sky130_fd_sc_hd__nand2_1 0.20, sky130_fd_sc_hd__a31oi_1 0.35
sky130_fd_sc_hd__inv_1 0.11, sky130_fd_sc_hd__ha_1 0.23, sky130_fd_sc_hd__and3b_2 0.22, sky130_fd_sc_hd__or3_1 0.39, sky130_fd_sc_hd__ha_1 0.21, sky130_fd_sc_hd__nor2b_1 0.14, sky130_fd_sc_hd__nor4_1 0.18, sky130_fd_sc_hd__o21ai_0 0.28
sky130_fd_sc_hd__and2_1 0.32, sky130_fd_sc_hd__nand2_1 0.08, sky130_fd_sc_hd__buf_4 0.55, sky130_fd_sc_hd__nor2_1 0.34, sky130_fd_sc_hd__buf_4 0.28, sky130_fd_sc_hd__a22o_1 0.23, sky130_fd_sc_hd__a221o_1 0.25
## state kept, by name, indices dropped and copies added, names as in the netlist, 2 cells and up
signal       cells
schedule         8
data_out        16
geig_prev       80
cmd_out          2
data_buffer     80
geig_buffer     80
write_count      3
mag_buffer      80
address_out     18
mag_prev        80
## final cells by class
class	count	area, um2
repair buffers	270	2630
flip-flops and latches	453	11300
well taps	873	1090
multi-input cells	1236	8340
fillers	6264	41800
clock inverters	23	318
inverters	60	225
clock buffers	71	1460
## logic make-up after synthesis
logic type,synth area share (%)
compound gates,14.2
xor+xnor,7.28
fa+ha+maj,0.615
buf+inv,3.51
flops,55.7
mux,6.17
simple gates,12.5
## per-stage QoR
stage / cells / util, % / power, mW / setup slack (ns)
6_report: 2986 / 37.8 / 3.22 / 8.82
5_1_grt: 2986 / 37.8 / 3.39 / 8.33
4_1_cts: 2986 / 37.8 / 3.24 / 8.88
3_5_place_dp: 2892 / 35.2 / 2.18 / 8.28
3_3_place_gp: 2892 / 35.2 / 2.16 / 8.37
2_1_floorplan: 1870 / - / 1.78 / 10.51
## layout by cell type, fill, tap and decap left out, types with 33 or more instances in the layout
master                              n
sky130_fd_sc_hd__xnor2_1          153
sky130_fd_sc_hd__o21ai_0          172
sky130_fd_sc_hd__or3_1             34
sky130_fd_sc_hd__clkdlybuf4s50_1  239
sky130_fd_sc_hd__nand2_1          173
sky130_fd_sc_hd__nor3_1            33
sky130_fd_sc_hd__dfrtp_1          453
sky130_fd_sc_hd__inv_1             60
sky130_fd_sc_hd__nand3_1           55
sky130_fd_sc_hd__mux2i_1           68
sky130_fd_sc_hd__nor2_1            64
sky130_fd_sc_hd__a221o_1           33
sky130_fd_sc_hd__mux2_2            51
sky130_fd_sc_hd__clkbuf_16         52
sky130_fd_sc_hd__nand4_1           40
sky130_fd_sc_hd__and3_1            49
sky130_fd_sc_hd__o22ai_1           34
## power groups by stage
stage	clock, mW	sequential [mW]	combinational (mW)
4_1_cts	1.07	1.23	0.942
6_report	1.05	1.23	0.942
5_1_grt	1.11	1.25	1.03
Power figures rest on the tool's default switching activity, not on a simulated workload.
